<file path="design.v">
module alu_tb;
    reg [7 : 0] DATA1 = 5, DATA2 = 10;
    reg [2 : 0] SEL;
    wire [7 : 0] RESULT;
    ALU alu(DATA1, DATA2, RESULT, SEL);
    initial 
    begin
        #5 SEL = 3'b000;  
        $monitor ($time ," DATA1 = %d  DATA2 = %d  RESULT = %d", DATA1, DATA2, RESULT); 
        #5 SEL = 3'b001;  
        #5;
        SEL = 3'b100;  
        DATA1 = 20;
        DATA2 = 30;
        #5 SEL = 3'b010;  
        #5 SEL = 3'b011;  
        #5 SEL = 3'b001;  
        #5;
        DATA1 = 30;
        DATA2 = 40;
    end
endmodule
module ALU(DATA1, DATA2, RESULT, SELECT);
    input [7 : 0] DATA1, DATA2;
    input [2 : 0] SELECT;
    output reg [7 : 0] RESULT;
    wire [7 : 0] fwd_out, add_out, and_out, or_out;  
    FORWARD fwd(DATA2, fwd_out);
    ADD add(DATA1, DATA2, add_out);
    AND and_(DATA1, DATA2, and_out);
    OR or_(DATA1, DATA2, or_out);
    always @(*) 
    begin
        case (SELECT)
            3'b000 : RESULT <= fwd_out;
            3'b001 : RESULT <= add_out;
            3'b010 : RESULT <= and_out;
            3'b011 : RESULT <= or_out;
            default: RESULT <= 0;
        endcase
    end
endmodule
module FORWARD(DATA2, fwd_out);
    input [7 : 0] DATA2;
    output [7 : 0] fwd_out;
    assign #1 fwd_out = DATA2;  
endmodule
module ADD(DATA1, DATA2, add_out);
    input [7 : 0] DATA1;
    input [7 : 0] DATA2;
    output [7 : 0] add_out;
    assign #2 add_out = DATA1 + DATA2;  
endmodule
module AND(DATA1, DATA2, and_out);
    input [7 : 0] DATA1;
    input [7 : 0] DATA2;
    output [7 : 0] and_out;
    assign #1 and_out = DATA1 & DATA2;  
endmodule
module OR(DATA1, DATA2, or_out);
    input [7 : 0] DATA1;
    input [7 : 0] DATA2;
    output [7 : 0] or_out;
    assign #1 or_out = DATA1 | DATA2;  
endmodule
</file>
<file path="run.sh">
#!/bin/bash
# OpenROAD 26Q1-2900-gdf79404cd8, Yosys 0.63+post, stock flow scripts
make -C /OpenROAD-flow-scripts/flow DESIGN_CONFIG=/design/flow/config.mk WORK_HOME=/design/flow/orfs finish
</file>
<file path="config.mk">
export PLATFORM = sky130hd
export DESIGN_NAME = ALU
export DESIGN_NICKNAME = ALU
export VERILOG_FILES = /design/flow/design.v
export SDC_FILE = /design/flow/constraint.sdc
export NUM_CORES = 4
export LEC_CHECK = 1
export CORE_AREA = 10 10 70 70
export DIE_AREA = 0 0 80 80
</file>
<file path="constraint.sdc">
current_design ALU

set clk_period 5.1
set clk_io_pct 0.2

create_clock -name clk0 -period $clk_period

set non_clock_inputs [all_inputs -no_clocks]
set_input_delay [expr $clk_period * $clk_io_pct] -clock clk0 $non_clock_inputs
set_output_delay [expr $clk_period * $clk_io_pct] -clock clk0 [all_outputs]
</file>
==> impl_metrics.ini <==
; implementation run metrics
[power]
p_leak_nw = 0.486
ir_drop_uv = 27.4
powerDensity_nw_per_um2 = 84.4

[clock_tree]
cts_resized = 0
cts_setup_buffers = 0
hold_buffers = 0

[yosys]
ys_cells = 91
yosysTopAreaCell = ha_1
synth_warnings = 1
avgSynthCellArea_um2 = 7.81
yosysMostFrequentCell = inv_1
syn_area_um2 = 711
synthTopCellsByArea = ha_1, inv_1, mux4_2, xor2_1, buf_6
netlist_top_cells_count = inv_1, ha_1, nand2_1
ys_seq_share_pct = 0
yosysChipArea_um2 = 711
synth.top_cell.area_share_pct = 28.2
netlist_instances = 91
synth_cell_types = 26

[grt]
grt_pass1_wl_um = 3170
grt_use_total_pct = 5.79
antenna_found_initial = 0
grt_max_degree = 20
overflow = 0
grt_pass1_vias = 725

[min_path]
hold_class = in -> out

[cells_and_area]
area_growth_pct = 40.7
nClkBuffers = 0
drive_gt1_share_pct = 3.51
seqCellArea_um2 = 0
fin_cells = 160
seq_cells = 0

[floorplanning]
chipArea_um2 = 6400
core_area_um2 = 3420
num_io_pins = 27
fp-utilization_pct = 20.8
std_cell_rows = 21
die_x_um = 80
die_h_um = 80

[detailed_routing]
detail_route.vias_per_cell = 4.26
drt_first_pass_iters = 4
wl_um = 1800
vias = 682
ant_nets = 0
post_drt_wl_per_cell_um = 11.2
antenna_cells = 0
drtIter0Drc = 45
drc = 0

[placement]
portBuffers = 27
place_congestion = 0.826
hpwlAfterDp_um = 1570
dp.cells = 160

[sta]
final_max_slew_viol_count = 0
worst_pin_slew_ns = 0.703
setup_viol = 0
fin_crit_sh_pct = 89.8
setup_tns_ns = 0
hold_violations = 0
rsz0062_at_grt = no
fin_crit_ns = 4.58
max_freq_mhz = 218
slew_headroom_pct = 53.0

[critical_path]
cp_max_fo = 4
critical_path_class = in -> out
cp-start-kind = input port
cp-end-kind = output port
crit_arrival_ns = 3.56
required_ns = 4.08

[job]
log.warning_count = 40
cap_violations = 0

[outcome]
status = complete, no violations
## critical path, cell delays in order
cell and delay (ns):
clkdlybuf4s50_1 0.42, ha_1 0.27, fa_1 0.43, a21oi_2 0.17, o21bai_2 0.08, xnor2_1 0.12
mux4_2 0.44, nor2_1 0.12, clkdlybuf4s50_1 0.49
## area by class of cell
type,instances,area (um2)
Inverter,21,78.8
Fill cell,376,2420
Multi-Input combinational cell,66,593
Tap cell,46,57.6
Timing Repair Buffer,27,270
## placed cells by master (no fill, tap or decap)
cell             count
mux4_2               2
or3_1                1
o21ai_0              4
nor2b_1              1
ha_1                16
a21oi_1              4
mux2i_1              3
o311ai_0             1
o22ai_1              3
a211oi_1             3
a311oi_1             1
a21o_1               1
o21a_1               1
clkdlybuf4s50_1     27
nand2_1              7
o31a_1               1
nor2_1               2
xnor2_1              2
o22a_1               3
o211a_1              3
xor2_1               4
inv_1               21
o21bai_2             1
a21oi_2              1
fa_1                 1
## report_power, final
group	switching, W	leakage (nW)	internal (W)
Clock	0	0	0
Sequential	0	0	0
Combinational	0.0000351	0.486	0.0000493
Total	0.0000351	0.486	0.0000493
## metal layers
layer / up-vias / part of all wire, % / routed length [um] / GRT usage, %
met4: 0 / 0 / 0 / 0
met2: 11 / 51 / 914 / 10.5
met1: 313 / 46 / 823 / 7.53
met3: 0 / 3.3 / 59 / 0.682
li1: 358 / - / - / -
met5: - / 0 / 0 / 0
## worst paths after layout
kind	depth (start not counted)	endpoint	from
setup / recovery	9	RESULT[4]	DATA1[0]
hold / removal	5	RESULT[0]	DATA2[0]
## cells by family (layout without fill, tap and decap cells)
group,after synthesis,after routing,synth area share (%)
compound gates,27,27,28.0
fa+ha+maj,17,17,31.0
buf+inv,25,48,16.5
xor+xnor,6,6,7.39
mux,5,5,10.6
simple gates,11,11,6.52
## metrics by stage
step	power [W]	util, %	area [um2]	worst slack (ns)	hold slack, ns
2_1_floorplan	0.0000504	-	711	1.60	2.19
3_3_place_gp	0.0000844	29.3	1000	0.548	3.14
3_5_place_dp	0.0000856	29.3	1000	0.512	3.14
4_1_cts	0.0000862	29.3	1000	0.491	3.15
5_1_grt	0.0000966	29.3	1000	0.375	3.21
6_report	0.0000844	29.3	1000	0.519	3.13
Power and IR drop assume default switching activity.
